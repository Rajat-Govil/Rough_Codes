<file path="constraint.sdc">
current_design UART_SSD

set clk_period 3.2
set clk_io_pct 0.2

create_clock -name clk0 -period $clk_period [get_ports {CLOCK}]

set non_clock_inputs [all_inputs -no_clocks]
set_input_delay [expr $clk_period * $clk_io_pct] -clock clk0 $non_clock_inputs
set_output_delay [expr $clk_period * $clk_io_pct] -clock clk0 [all_outputs]
</file>
<file path="config.mk">
export PLATFORM = sky130hd
export DESIGN_NAME = UART_SSD
export DESIGN_NICKNAME = UART_SSD
export VERILOG_FILES = /design/flow/design.v
export SDC_FILE = /design/flow/constraint.sdc
export NUM_CORES = 4
export LEC_CHECK = 1
export CORE_AREA = 10 10 95 95
export DIE_AREA = 0 0 105 105
</file>
<file path="design.v">
module PW_Check(
    input [7:0] Uart_in,
    input Clkin,
    output reg Valid_out
    );
parameter S0=2'b00, S1=2'b01, S2=2'b10, S3=2'b11;
reg [1:0] pstate, nstate;
reg [15:0] count = 0;
reg Clk_out = 0;
always@(posedge Clkin)
begin
    if(count == 16'd8246)
        begin
            Clk_out = ~Clk_out;
            count = 0;
        end
    else
        count = count + 1;    
end
always@(posedge Clk_out)
begin
        pstate=nstate;
end
always@(Uart_in,pstate)
begin
    case(pstate)
        S0: begin                
            Valid_out = 0;
                if(Uart_in == 8'h61)
                    nstate = S1;
                else
                    nstate = S0;
            end
        S1: begin                
            Valid_out = 0;
                if(Uart_in == 8'h62)
                    nstate = S2;
                else
                    nstate = S0;
            end
        S2: begin                
            Valid_out = 0;
                if(Uart_in == 8'h63)
                    nstate = S3;
                else
                    nstate = S0;
            end
        S3: begin                
                if(Uart_in == 8'h64)
                    Valid_out = 1;
                else begin
                    Valid_out = 0;
                    nstate = S0;end
            end
    default: nstate=S0;
    endcase  
end
endmodule
`timescale 1ns / 1ps
module UART_RX
#(parameter CLK_PER_BIT = 868)
   (input clkin,
    input serial_in,
    output rx_valid,
    output [7:0] bit_out    
    );
parameter IDLE      =  3'b000;    
parameter START_BIT =  3'b001;    
parameter DATA_BIT  =  3'b010;    
parameter STOP_BIT  =  3'b011;    
parameter CLEARING  =  3'b100;
reg [10:0]    clks_per_bit  = 0;          
reg [2:0]     r_Bit_Index   = 0;          
reg [7:0]     r_RX_Byte     = 0;          
reg           r_rx_valid    = 0;
reg [2:0]     r_SM_Main     = 0;
always@(posedge clkin)
begin
case(r_SM_Main)
    IDLE: begin                      
        r_rx_valid = 1'b0;
        clks_per_bit = 1'b0;
        if(serial_in==1'b0)
            r_SM_Main = START_BIT;
        else    
            r_SM_Main = IDLE;
          end
    START_BIT: begin
               if(clks_per_bit == (CLK_PER_BIT/2))       
               begin
                    if(serial_in == 1'b0)
                    begin
                        clks_per_bit = 0;
                        r_SM_Main = DATA_BIT;
                    end
                    else
                        r_SM_Main = IDLE;
               end
               else
                    begin
                    clks_per_bit = clks_per_bit+1;
                    r_SM_Main = START_BIT;
                    end
               end
    DATA_BIT: begin
              if(clks_per_bit < CLK_PER_BIT-1)
              begin
                  clks_per_bit <= clks_per_bit+1;
                  r_SM_Main <= DATA_BIT;
              end
              else 
                begin
                clks_per_bit = 0;
                r_RX_Byte[r_Bit_Index] = serial_in;
                    if(r_Bit_Index < 7)
                    begin
                        r_Bit_Index = r_Bit_Index+1;
                        r_SM_Main <= DATA_BIT;
                    end
                    else
                    begin
                        r_Bit_Index <= 0;
                        r_SM_Main <= STOP_BIT;
                    end                    
                end
              end        
    STOP_BIT: begin
                  if (clks_per_bit < CLK_PER_BIT-1)
          begin
            clks_per_bit <= clks_per_bit + 1;
     	    r_SM_Main    <= STOP_BIT;
          end
          else
          begin
       	    r_rx_valid     <= 1'b1;
            clks_per_bit   <= 0;
            r_SM_Main      <= CLEARING;
          end
        end
    CLEARING :
        begin
          r_SM_Main   <= IDLE;
          r_rx_valid  <= 1'b0;
        end
        default: r_SM_Main = IDLE;
endcase
end
assign bit_out = r_RX_Byte;
assign rx_valid = r_rx_valid;
endmodule
`timescale 1ns / 1ps
module UART_SSD(
    input CLOCK,
    input UART_IN,
    output RX_VALID,
    output [6:0] CATHODE_OUT,
    output [3:0] ANODE_OUT,
    output [7:0] LED_OUT
    );
wire [7:0] out_rx, hex_out;
wire [3:0] cath_digit;
wire rxval;
UART_RX          uart_recvr(.clkin(CLOCK), .serial_in(UART_IN), .rx_valid(rx_val), 
                 .bit_out(out_rx));
assign LED_OUT = out_rx;
PW_Check         passwd(out_rx, RX_VALID);
endmodule
</file>
<file path="run.sh">
#!/bin/bash
# OpenROAD 26Q1-2900-gdf79404cd8, Yosys 0.63+post, stock flow scripts
make -C /OpenROAD-flow-scripts/flow DESIGN_CONFIG=/design/flow/config.mk WORK_HOME=/design/flow/orfs finish
</file>
==> results.json <==
{
  "buffer_ports.inserted": 9,
  "postCtsSetupRepairBufs": 0,
  "core_region_area_mm2": 0.00691,
  "synth-seq-cells": 25,
  "routed_via_density": 4.05,
  "ys_cells": 150,
  "initial_drc_count": 47,
  "post_route_minimum_period_ns": 2.05,
  "synth.cell_area_mm2": 0.00157,
  "final_max_slew_violation_count": 0,
  "data_required_time_at_the_worst_endpoint_ns": 3.22,
  "final_core_util_pct": 25.5,
  "critical-path-slowest-cell": "sky130_fd_sc_hd__edfxtp_1",
  "worst_clock_skew_ns": 0.00269,
  "worst-setup-path-type": "register to register",
  "number_of_global_route_vias_before_repair": 1002,
  "grt-ovfl-total": 0,
  "crit_fanout": 11,
  "cts_htree_levels": 1,
  "timing.hold.ws_ns": 0.560,
  "ys_chip_area_mm2": 0.00157,
  "ioPinCount": 22,
  "floorplan.core_util_pct": 22.7,
  "routabilityCongestion": 0.822,
  "cp_slowest_stage_delay_ns": 0.57,
  "critPathArrivalTime_ns": 2.08,
  "routedWlPerCell_um": 10.6,
  "cts-root-buf": "sky130_fd_sc_hd__clkbuf_8",
  "async_reset_ff_share_pct": 0,
  "hold_viol_final": 0,
  "ir_drop_uv": 149,
  "worstSkewPairLatency_ns": 0.27,
  "achievable-frequency_mhz": 487,
  "synth-main-ff-cell": "sky130_fd_sc_hd__edfxtp_1",
  "yosys.area.top_type": "sky130_fd_sc_hd__edfxtp_1",
  "clock_sink_count": 25,
  "timing.critical_path.to_type": "register",
  "ys.warnings.count": 15,
  "setup_tns_ns": 0,
  "holdBufCountCts": 0,
  "netlist-cell-type-count": 38,
  "drt_pre_antenna_iters": 4,
  "number_of_failing_setup_endpoints_in_the_final_timing_report": 0,
  "grt_setup_unrepaired": "false",
  "grtUsageTotal_pct": 4.87,
  "worstPathCellList": "inv_1 > ha_1 > xor2_1 > nor4_1 > mux2_2",
  "tritoncts": "yes",
  "tool_warnings": 29,
  "rows": 30,
  "timing.rr.start": "uart_recvr.r_Bit_Index[0]",
  "final_antenna_net_count": 0,
  "power_leakage_nw": 0.591,
  "max_cap_viol_count": 0,
  "final_min_period_over_clock_period_pct": 64.1,
  "clk_pin_slew_worst_paths_ns": 0.09,
  "cts-buffers-inserted": 3,
  "outcome": "finished, final reports clean",
  "dp_hpwl_mm": 1.96,
  "die-height_um": 105,
  "drive_gt1_share_pct": 15.1,
  "nFillCells": 752,
  "grt_start_max_net_pins": 15,
  "antenna_found_initial": 0,
  "netlist_top_cells_area": "sky130_fd_sc_hd__edfxtp_1, sky130_fd_sc_hd__buf_4, sky130_fd_sc_hd__a21oi_2",
  "die-area_mm2": 0.0110,
  "n_antenna_cell": 0,
  "vias": 1034,
  "origin_of_the_worst_setup_path": "uart_recvr.r_Bit_Index[0]",
  "yosys.stat.seqShare_pct": 46.0,
  "grt_first_pass_wirelength_mm": 4.75,
  "min_from": "uart_recvr.r_RX_Byte[7]",
  "worst_setup_path_start_kind": "register",
  "holdCritPathClass": "register to register",
  "routed_wl_mm": 2.71,
  "clk_path_buf_depth": 2,
  "mapped_cells": 150,
  "p_per_area_mw_per_mm2": 307,
  "final_critical_path_setup_slack_ns": 1.15,
  "dp_slack_ns": 1.18,
  "syn_area_per_cell_um2": 10.4,
  "yosysTopAreaCellShare_pct": 42.2,
  "cts-resized-gates": 0,
  "area_growth_pct": 12.5,
  "number_of_flops_mapped_to_enable_cells_by_yosys": 22,
  "detail_route.drc_violations": 0,
  "die_width_um": 105
}
==> per-stage QoR <==
stage | total power, mW | area [um^2] | instances
3_3_place_gp | 0.362 | 1720 | 251
2_1_floorplan | 0.369 | 1610 | 161
5_1_grt | 0.560 | 1760 | 255
6_report | 0.541 | 1760 | 255
4_1_cts | 0.550 | 1760 | 255
3_5_place_dp | 0.362 | 1720 | 251
==> power by group <==
group / switching (mW) / internal, mW / leakage (nW) / total [mW]
clock network: 0.101 / 0.0871 / 0.0255 / 0.188
logic: 0.00256 / 0.00184 / 0.326 / 0.00440
registers: 0 / 0.349 / 0.240 / 0.349
total: 0.103 / 0.438 / 0.591 / 0.541
==> sequential cells by signal, indices dropped and copies added (netlist names) <==
signal / flops
uart_recvr.clks_per_bit: 11
uart_recvr.r_Bit_Index: 3
uart_recvr.r_RX_Byte: 8
uart_recvr.r_SM_Main: 3
==> cells in the final DEF, fill, tap and decap left out, types with 2 or more instances in the layout <==
cell                              count
sky130_fd_sc_hd__clkdlybuf4s50_1      9
sky130_fd_sc_hd__xnor2_1              8
sky130_fd_sc_hd__nand3_1              7
sky130_fd_sc_hd__nor2b_1              3
sky130_fd_sc_hd__xor2_1               4
sky130_fd_sc_hd__or4_1                2
sky130_fd_sc_hd__and2_1               3
sky130_fd_sc_hd__mux2_2               4
sky130_fd_sc_hd__inv_1                5
sky130_fd_sc_hd__a21oi_1              2
sky130_fd_sc_hd__nand2_1             14
sky130_fd_sc_hd__edfxtp_1            22
sky130_fd_sc_hd__nor4_1               2
sky130_fd_sc_hd__conb_1              12
sky130_fd_sc_hd__nand3b_1             3
sky130_fd_sc_hd__dfxtp_1              3
sky130_fd_sc_hd__ha_1                 6
sky130_fd_sc_hd__o21ai_0              4
sky130_fd_sc_hd__buf_4                3
sky130_fd_sc_hd__a21oi_2             10
sky130_fd_sc_hd__a211oi_1             2
sky130_fd_sc_hd__clkbuf_8             3
sky130_fd_sc_hd__nor3_1               3
sky130_fd_sc_hd__nor2_1              10
sky130_fd_sc_hd__nand4_1              2
==> cells in the mapped netlist, types with 3 or more instances <==
cell type	instances
sky130_fd_sc_hd__nor2_1	10
sky130_fd_sc_hd__xnor2_1	8
sky130_fd_sc_hd__nand3_1	7
sky130_fd_sc_hd__a21oi_2	10
sky130_fd_sc_hd__nand2_1	14
sky130_fd_sc_hd__xor2_1	4
sky130_fd_sc_hd__nor2b_1	3
sky130_fd_sc_hd__edfxtp_1	22
sky130_fd_sc_hd__and2_1	3
sky130_fd_sc_hd__buf_2	3
sky130_fd_sc_hd__nand3b_1	3
sky130_fd_sc_hd__ha_1	6
sky130_fd_sc_hd__o21ai_0	5
sky130_fd_sc_hd__nor3_1	3
sky130_fd_sc_hd__dfxtp_1	3
sky130_fd_sc_hd__buf_4	12
sky130_fd_sc_hd__inv_1	5
sky130_fd_sc_hd__mux2_2	4
==> kinds of logic after synthesis <==
family	synth area share, %
other	0.239
AOI/OAI and AO/OA	11.6
muxes	2.88
adders and majority gates	4.79
buffers and inverters	9.10
DFF	46.0
xor gates and xnor gates	6.71
and+or+nand+nor	18.7
==> worst paths after layout <==
path	end	slack (ns)	cells after the start
hold / removal	uart_recvr.r_RX_Byte[7]	0.56	2
setup / recovery	uart_recvr.r_RX_Byte[4]	1.15	5
setup reg to reg	uart_recvr.r_RX_Byte[4]	1.15	5
hold reg to reg	uart_recvr.r_RX_Byte[7]	0.56	2
==> critical path, delay by kind of cell, from the launching register on <==
kind | cells | cell delay (ns)
xor gates and xnor gates | 1 | 0.21
adders and majority gates | 1 | 0.26
buffers and inverters | 1 | 0.11
DFF | 1 | 0.57
muxes | 1 | 0.37
and+or+nand+nor | 1 | 0.29
==> metal layers <==
layer	part of all wire, %	track usage [%]
met5	0	0
met1	54	7.35
met2	42	7.25
met4	0	0.196
met3	3.7	1.24
==> area by class of cell <==
| cell class | instances | area [um^2] | area share (%) |
|---|---|---|---|
| Inverter | 5 | 18.8 | 1.06 |
| Tap cell | 96 | 120 | 6.81 |
| Sequential cell | 25 | 721 | 40.9 |
| Multi-Input combinational cell | 113 | 744 | 42.2 |
| Clock buffer | 3 | 41.3 | 2.34 |
| Timing Repair Buffer | 12 | 113 | 6.39 |
| Clock inverter | 1 | 5.00 | 0.284 |
No activity file was given, so power comes from the tool's default toggle rates.
