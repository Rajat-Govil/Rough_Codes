### ./constraint.sdc
current_design VGA_Controller

set clk_period 2.6
set clk_io_pct 0.2

create_clock -name clk0 -period $clk_period [get_ports {clk_100MHz}]

set non_clock_inputs [all_inputs -no_clocks]
set_input_delay [expr $clk_period * $clk_io_pct] -clock clk0 $non_clock_inputs
set_output_delay [expr $clk_period * $clk_io_pct] -clock clk0 [all_outputs]
### ./run.sh
#!/bin/bash
# OpenROAD 26Q1-2900-gdf79404cd8, Yosys 0.63+post, stock flow scripts
make -C /OpenROAD-flow-scripts/flow DESIGN_CONFIG=/design/flow/config.mk WORK_HOME=/design/flow/orfs finish
### ./config.mk
export PLATFORM = sky130hd
export DESIGN_NAME = VGA_Controller
export DESIGN_NICKNAME = VGA_Controller
export VERILOG_FILES = /design/flow/design.v
export SDC_FILE = /design/flow/constraint.sdc
export NUM_CORES = 4
export LEC_CHECK = 1
export CORE_UTILIZATION = 40
### ./design.v
module VGA_Controller(
    input clk_100MHz,    
    input reset,         
    output video_on,     
    output hsync,        
    output vsync,        
    output p_tick,       
    output [9:0] x,      
    output [9:0] y       
    );
parameter HD = 640;              
parameter HF = 48;               
parameter HB = 16;               
parameter HR = 96;               
parameter HMAX = HD+HF+HB+HR-1;  
parameter VD = 480;              
parameter VF = 10;               
parameter VB = 33;               
parameter VR = 2;                
parameter VMAX = VD+VF+VB+VR-1;  
reg  [1:0] r_25MHz;
wire w_25MHz;
always @(posedge clk_100MHz or posedge reset)
	if(reset)
	  r_25MHz <= 0;
	else
	  r_25MHz <= r_25MHz + 1;
assign w_25MHz = (r_25MHz == 0) ? 1 : 0;  
reg [9:0] h_count_reg, h_count_next;
reg [9:0] v_count_reg, v_count_next;
reg v_sync_reg, h_sync_reg;
wire v_sync_next, h_sync_next;
always @(posedge clk_100MHz or posedge reset)
    if(reset) begin
        v_count_reg <= 1'b0;
        h_count_reg <= 1'b0;
        v_sync_reg  <= 1'b0;
        h_sync_reg  <= 1'b0;
    end
    else begin
        v_count_reg <= v_count_next;
        h_count_reg <= h_count_next;
        v_sync_reg  <= v_sync_next;
        h_sync_reg  <= h_sync_next;
    end
always @(posedge w_25MHz or posedge reset)       
    if(reset)
        h_count_next = 0;
    else
        if(h_count_reg == HMAX)                  
            h_count_next = 0;
        else
            h_count_next = h_count_reg + 1;         
always @(posedge w_25MHz or posedge reset)
    if(reset)
        v_count_next = 0;
    else
        if(h_count_reg == HMAX)                  
            if((v_count_reg == VMAX))            
                v_count_next = 0;
            else
                v_count_next = v_count_reg + 1;
assign h_sync_next = (h_count_reg >= (HD+HB) && h_count_reg <= (HD+HB+HR-1));
assign v_sync_next = (v_count_reg >= (VD+VB) && v_count_reg <= (VD+VB+VR-1));
assign video_on = (h_count_reg < HD) && (v_count_reg < VD);  
assign hsync  = h_sync_reg;
assign vsync  = v_sync_reg;
assign x      = h_count_reg;
assign y      = v_count_reg;
assign p_tick = w_25MHz;
endmodule
==> flow_metrics.tcl <==
# flow metrics
set metrics [dict create \
    area_delta_synth_final_pct 18.6 \
    crit_type "reg2out" \
    drv_cap 0 \
    synth-edff-count 0 \
    initCoreUtil_pct 42.5 \
    drtAntennaViolNets 0 \
    drt-initial-drc-count 54 \
    diodes 0 \
    synthTopCellsByArea "dfrtp_1 (58%), ha_1 (5.3%), xnor2_1 (3.7%), nand2_1 (3.6%), nand3_1 (2.4%)" \
    hp-class "reg2reg" \
    warnings 31 \
    clk_latency_ns 0.27 \
    drtPass1Iterations 20 \
    ys_seq_elements 44 \
    grt_first_pass_wirelength_mm 6.02 \
    dieArea_um2 5000 \
    slew_headroom_pct 64.0 \
    layout_top_cell "dfrtp_1" \
    io-pin-count 26 \
    top_cell_area_share_pct 58.4 \
    unclocked_pins 20 \
    grt_max_degree 45 \
    via_count 1209 \
    cts_tree "done" \
    portBuffers 25 \
    ys_cells 157 \
    drive_gt1_share_pct 10.9 \
    via_per_inst 5.14 \
    cts_made_buffers 3 \
    grtUsageTotal_pct 15.6 \
    std_cell_rows 24 \
    slew_viol_final 0 \
    status "completed" \
    endpoint_kind "output pin" \
    hold_buffers 0 \
    drc 0 \
    p_per_area_nw_per_um2 321 \
    ctsResizeCount 0 \
    clk_pin_slew_ns 0.09 \
    fin_setup_tns_ns 0 \
    stdcell_count 235 \
    wl_per_cell_um 13.9 \
    die_y_um 70.7 \
    cts_setup_buffers 0 \
    worstMarginPinSlew_ns 0.540 \
    path_max_fanout 8 \
    syn_avg_cell_area_um2 12.0 \
    antenna_found_initial 0 \
    peakVddDrop_uv 295 \
    htreeDepth 1 \
    core_area_um2 4440 \
    syn_area_um2 1890 \
    final_cell_mix "dfrtp_1 (44), clkdlybuf4s50_1 (25), nand2_1 (18)" \
    period_used_pct 80.8 \
    dp.cells 231 \
    fin_crit_ns 2.10 \
    untimed_endpoints 40 \
    largest_area_cell "dfrtp_1" \
    startpoint_type "flop" \
    clock_skew_ns 0.00940 \
    synth_cell_type_count 37 \
    async_reset_ff_share_pct 100 \
    wl_mm 3.27 \
    yosysSeqAreaShare_pct 58.4 \
    grt_pass1_vias 1207 \
    finalHoldViolCount 0 \
    dp_hpwl_mm 2.28 \
    netlist_instances 157 \
    yosys_warnings 1 \
    gp_congestion 0.802 \
    cp.required_ns 2.08 \
    arrival_ns 1.58 \
    leakagePower_nw 0.965 \
    max_freq_mhz 476 \
    setup_viol_count_final 0 \
    cts_max_path_buffers 2 \
    root_buffer "clkbuf_8" \
    rsz0062_at_grt "no" \
    flop_cell "dfrtp_1" \
    ys_area_um2 1890 \
    grt_overflow 0 \
    die_w_um 70.7 \
]
## Yosys cell counts, types with 2 or more instances
| library cell | count |
|---|---|
| nand2_1 | 18 |
| xor2_1 | 4 |
| ha_1 | 8 |
| buf_6 | 4 |
| nand3_1 | 9 |
| o21ai_0 | 5 |
| nor3_1 | 3 |
| inv_1 | 8 |
| xnor2_1 | 8 |
| a21oi_1 | 2 |
| nand4_1 | 6 |
| o21ai_2 | 5 |
| dfrtp_1 | 44 |
| a311oi_1 | 2 |
| nand2b_1 | 3 |
| nor2_1 | 7 |
## layer usage
layer	GRT usage, %	part of all wire, %	routed length [um]
met5	0	0	0
met2	22.8	44	1450
met3	3.32	4.0	130
met4	0.889	0.76	25
met1	26.4	51	1670
## cell type report
| cell class | instances | area, um2 |
|---|---|---|
| Tap cell | 52 | 65.1 |
| Sequential cell | 44 | 1100 |
| Multi-Input combinational cell | 100 | 706 |
| Clock buffer | 3 | 41.3 |
| Clock inverter | 1 | 30.0 |
| Timing Repair Buffer | 27 | 265 |
| Fill cell | 393 | 2210 |
| Inverter | 8 | 30.0 |
## critical path, cell delays in order, from the launching register on
cell and delay [ns]:
dfrtp_1 0.49, o21ai_0 0.20, nand2_1 0.08, nor2_1 0.08
clkdlybuf4s50_1 0.46
## worst paths after layout
kind | startpoint | to | slack [ns] | depth (start not counted)
setup / recovery | h_count_reg[7]$_DFF_PP0_ | video_on | 0.50 | 4
hold / removal | r_25MHz[0]$_DFF_PP0_ | r_25MHz[0]$_DFF_PP0_ | 0.41 | 1
setup reg to reg | v_count_reg[0]$_DFF_PP0_ | v_sync_reg$_DFF_PP0_ | 1.36 | 5
hold reg to reg | r_25MHz[0]$_DFF_PP0_ | r_25MHz[0]$_DFF_PP0_ | 0.41 | 1
max in group asynchronous | reset | v_count_reg[5]$_DFF_PP0_ | 1.55 | 3
min in group asynchronous | reset | h_count_reg[0]$_DFF_PP0_ | 0.67 | 3
## kinds of logic after synthesis
kind of cell | synth area share (%)
compound gates | 6.23
xor+xnor | 5.57
fa+ha+maj | 5.31
buf+inv | 4.24
flops | 58.4
simple gates | 20.3
## report_power, final
group	switching [mW]	internal, mW	total, mW
clock network	0.125	0.206	0.331
registers	0	0.373	0.373
logic	0.0127	0.00239	0.0151
total	0.138	0.581	0.719
## stage by stage
| step | total power, mW | util [%] | hold WS (ns) | instance area [um2] | setup WS, ns |
|---|---|---|---|---|---|
| 3_3_place_gp | 0.396 | 48.8 | 0.398 | 2170 | 0.778 |
| 6_report | 0.719 | 50.4 | 0.412 | 2240 | 0.500 |
| 3_5_place_dp | 0.396 | 48.8 | 0.402 | 2170 | 0.786 |
| 2_1_floorplan | 0.390 | - | 0.386 | 1890 | 1.05 |
| 4_1_cts | 0.735 | 50.4 | 0.416 | 2240 | 0.478 |
| 5_1_grt | 0.753 | 50.4 | 0.446 | 2240 | 0.383 |
No activity file was given, so power comes from the tool's default toggle rates.
