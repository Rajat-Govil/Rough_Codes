File: ./run.sh
#!/bin/bash
# OpenROAD 26Q1-2900-gdf79404cd8, Yosys 0.63+post, stock flow scripts
make -C /OpenROAD-flow-scripts/flow DESIGN_CONFIG=/design/flow/config.mk WORK_HOME=/design/flow/orfs finish
File: ./config.mk
export PLATFORM = sky130hd
export DESIGN_NAME = PASS_GENERATOR
export DESIGN_NICKNAME = PASS_GENERATOR
export VERILOG_FILES = /design/flow/design.v
export SDC_FILE = /design/flow/constraint.sdc
export NUM_CORES = 4
export LEC_CHECK = 1
export CORE_AREA = 10 10 98 98
export DIE_AREA = 0 0 108 108
File: ./constraint.sdc
current_design PASS_GENERATOR

set clk_period 4.7
set clk_io_pct 0.2

create_clock -name clk0 -period $clk_period [get_ports {main_clk}]

set non_clock_inputs [all_inputs -no_clocks]
set_input_delay [expr $clk_period * $clk_io_pct] -clock clk0 $non_clock_inputs
set_output_delay [expr $clk_period * $clk_io_pct] -clock clk0 [all_outputs]
File: ./design.v
module PASS_GENERATOR(
    input [9:0] x, y,
    input main_clk,
    output reg [6:0] char_addr
    );
reg [28:0] count;
reg clk_out;
always@(posedge main_clk)
begin
    if(count == 29'd99_999_999)
    begin
        clk_out=~clk_out;
        count=0;
    end
    else
        count=count+1;
end
always@(x,y,clk_out)
begin
    if(clk_out)
    begin
    if((x>=80 && x<96) && (y>=192 && y<224))
        char_addr=7'h2d;     
    else if((x>=112 && x<128) && (y>=192 && y<224))
        char_addr=7'h2d;
    else if((x>=144 && x<160) && (y>=192 && y<224))
        char_addr=7'h2d;
    else if((x>=176 && x<192) && (y>=192 && y<224))
        char_addr=7'h2d;
    else   
        char_addr=7'h0;    
    end
    else
    begin
        if((x>=16 && x<32) && (y>=192 && y<224))
        char_addr=7'h50;      
    else if((x>=48 && x<64) && (y>=192 && y<224))
        char_addr=7'h41;      
    else if((x>=80 && x<96) && (y>=192 && y<224))
        char_addr=7'h53;      
    else if((x>=112 && x<128) && (y>=192 && y<224))
        char_addr=7'h53;      
    else if((x>=144 && x<160) && (y>=192 && y<224))
        char_addr=7'h57;      
    else if((x>=176 && x<192) && (y>=192 && y<224))
        char_addr=7'h4f;      
    else if((x>=208 && x<224) && (y>=192 && y<224))
        char_addr=7'h52;      
    else if((x>=240 && x<256) && (y>=192 && y<224))
        char_addr=7'h44;      
    else
        char_addr=7'h0;
    end
end
endmodule
==> impl_metrics.env <==
# flow metrics
export IMPL_result_of_the_run="finished, final reports clean"
export IMPL_fmax_mhz=249
export IMPL_power_switching_share_pct=20.2
export IMPL_width_of_the_chip_um=108
export IMPL_highest_fanout_seen_on_the_critical_path=7
export IMPL_synth_area_um2=1550
export IMPL_cell_internal_pwr_uw=386
export IMPL_place_port_buffers=18
export IMPL_groute_usage_overall_pct=5.31
export IMPL_synth_seq_cells=30
export IMPL_layout_core_utilization_pct=25.0
export IMPL_sequentialPowerShare_pct=52.8
export IMPL_timing_max_slew_rel_slack_pct=58.9
export IMPL_drv_max_cap_violation_count=0
export IMPL_first_global_vias=1131
export IMPL_vdd_drop_max_v=0.0000795
export IMPL_comb_power_share_pct=4.1
export IMPL_netsw_uw=97.8
export IMPL_gp_congestion=0.775
export IMPL_cts_buffers_inserted=5
export IMPL_ys_cells=176
export IMPL_setup_violating_endpoint_count_in_the_final_report=0
export IMPL_element_type_at_the_critical_path_start="primary input"
export IMPL_overflow=0
export IMPL_grt_setup_unrepaired="no"
export IMPL_crit_arrival_ns=3.07
export IMPL_synthToLayoutAreaGrowth_pct=23.5
export IMPL_detailroute_via_count=1299
export IMPL_insertedDiodeCount=0
export IMPL_postSynthAreaPerCell_um2=8.81
export IMPL_ctsLongestPathBuffers=2
export IMPL_p_leak_uw=0.000736
export IMPL_yosys_area_um2=1550
export IMPL_ctsHoldBuffers=0
export IMPL_grt_start_max_net_pins=14
export IMPL_worst_ep_required_time_ns=3.76
export IMPL_finalHoldViolCount=0
export IMPL_fp_dieH_um=108
export IMPL_synth_warnings=1
export IMPL_totalNegativeSetupSlack_ns=0
export IMPL_postSynth_asyncResetShare_pct=0
export IMPL_routed_via_density=4.34
export IMPL_endpoint_kind="output pin"
export IMPL_postRouteAntennaNets=0
export IMPL_final_wirelength_um=3160
export IMPL_critical_path_class="in -> out"
export IMPL_clock_root_buffer="sky130_fd_sc_hd__clkbuf_8"
export IMPL_detailed_place_hpwl_um=2270
export IMPL_most_frequently_placed_logic_cell_in_the_final_layout="sky130_fd_sc_hd__dfxtp_1"
export IMPL_pin_count=28
export IMPL_core_area_um2=7650
export IMPL_worst_setup_hold_path_clk_slew_ns=0.06
export IMPL_powerDensity_nw_per_um2=253
export IMPL_row_count=32
export IMPL_dieArea_um2=11700
export IMPL_cts_htree_levels=2
export IMPL_cts_resized=0
export IMPL_drc=0
export IMPL_wire_length_of_the_first_global_routing_pass_um=5240
export IMPL_yosys_stat_seqShare_pct=39.4
export IMPL_drt_first_pass_iters=4
export IMPL_clk_latency_ns=0.28
export IMPL_finalClockPeriodUsage_pct=85.3
export IMPL_number_of_sinks_driven_by_the_clock_tree=30
export IMPL_tritoncts_clock_tree="done"
export IMPL_syn_inst=176
export IMPL_synth_cell_type_count=43
export IMPL_min_path_type="reg -> reg"
export IMPL_post_cts_setup_buffers=0
export IMPL_worst_slew_pin_slew_ns=0.612
export IMPL_flop_cell="sky130_fd_sc_hd__dfxtp_1"
export IMPL_fin_crit_ns=4.01
export IMPL_ff2ff_setup_slack_ns=2.54
export IMPL_initCoreUtil_pct=20.3
export IMPL_minimum_setup_slack_in_the_final_design_ns=0.691
export IMPL_layout_cells_most_common_list="29 x sky130_fd_sc_hd__dfxtp_1, 18 x sky130_fd_sc_hd__clkdlybuf4s50_1, 14 x sky130_fd_sc_hd__nand2_1"
export IMPL_fin_worst_skew_ns=0.00678
export IMPL_wire_per_inst_um=10.6
export IMPL_flip_flops_with_a_built_in_enable=1
export IMPL_final_max_slew_violation_count=0
export IMPL_post_route_cells_drive_above_1_share_pct=8.12
export IMPL_dp_worst_setup_slack_ns=0.728
export IMPL_detailedRoute_firstIterationViolations=36
export IMPL_initial_antenna_violation_count=0
export IMPL_power_frac_clock_pct=43.1
export IMPL_warning_count=34
metal layers:
layer | part of all wire (%) | wire length, um | global-route usage, %
met1 | 52 | 1630 | 7.58
met2 | 40 | 1260 | 7.54
met3 | 8.5 | 269 | 2.41
met4 | 0 | 0 | 0.382
met5 | 0 | 0 | 0
power by group through the flow:
stage / Sequential, uW / Combinational (uW) / Clock (uW)
final: 255 / 19.9 / 208
after global routing: 255 / 22.1 / 230
after CTS: 255 / 19.9 / 217
cells in the mapped netlist, types with 2 or more instances:
cell,n,area share (%)
sky130_fd_sc_hd__xor2_1,11,6.2
sky130_fd_sc_hd__nor2_1,12,2.9
sky130_fd_sc_hd__o31ai_1,5,2.4
sky130_fd_sc_hd__nand2_1,14,3.4
sky130_fd_sc_hd__and2_1,2,0.81
sky130_fd_sc_hd__xnor2_1,5,2.8
sky130_fd_sc_hd__inv_1,5,1.2
sky130_fd_sc_hd__buf_4,3,1.5
sky130_fd_sc_hd__nor3_1,8,2.6
sky130_fd_sc_hd__and4_1,5,2.8
sky130_fd_sc_hd__o21ba_2,2,1.3
sky130_fd_sc_hd__o21ai_0,8,2.6
sky130_fd_sc_hd__nand4b_1,2,1.1
sky130_fd_sc_hd__nor4_1,2,0.81
sky130_fd_sc_hd__or4_1,4,1.9
sky130_fd_sc_hd__nand4_1,8,3.2
sky130_fd_sc_hd__nand3_1,9,2.9
sky130_fd_sc_hd__or3_1,6,2.4
sky130_fd_sc_hd__a21oi_1,13,4.2
sky130_fd_sc_hd__dfxtp_1,29,37
worst paths after layout:
kind                       end  depth (start not counted)  startpoint
setup / recovery  char_addr[5]                          5        x[7]
hold reg to reg       count[0]                          1    count[0]
setup reg to reg     count[21]                          4    count[2]
hold / removal        count[0]                          1    count[0]
area by class of cell:
class,count,area [um2]
Sequential cell,30,611
Clock buffer,7,86.3
Tap cell,102,128
Multi-Input combinational cell,135,878
Timing Repair Buffer,19,188
Fill cell,814,5730
Inverter,5,18.8
Clock inverter,1,5.00
worst max-delay path, stage by stage:
cell and delay [ns]:
sky130_fd_sc_hd__clkdlybuf4s50_1 0.58, sky130_fd_sc_hd__or4b_2 0.66, sky130_fd_sc_hd__o21ai_0 0.13, sky130_fd_sc_hd__nor3b_1 0.24, sky130_fd_sc_hd__clkdlybuf4s50_1 0.52
stage by stage:
stage / std cells / area (um2) / hold slack, ns / total power [uW]
global placement: 291 / 1820 / 0.420 / 281
CTS: 299 / 1910 / 0.446 / 492
detailed placement: 291 / 1820 / 0.438 / 281
global route: 299 / 1910 / 0.469 / 508
floorplan: 176 / 1550 / 0.413 / 269
finish: 299 / 1910 / 0.440 / 484
state kept, by name, summed over array words and instances, names as in the netlist:
signal and flops:
count 29, clk_out 1
kinds of logic (layout without fill, tap and decap cells):
family | after synthesis | after routing | synth area share [%]
mux | 1 | 1 | 0.646
xor+xnor | 16 | 16 | 9.04
fa+ha+maj | 1 | 1 | 0.807
simple gates | 85 | 85 | 33.6
buf+inv | 11 | 32 | 3.95
compound gates | 32 | 32 | 12.6
flops | 30 | 30 | 39.4
Power and IR drop assume default switching activity.
